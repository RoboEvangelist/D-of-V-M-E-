<file path="/design/flow/config.mk">
export PLATFORM = sky130hd
export DESIGN_NAME = top_module
export DESIGN_NICKNAME = top_module
export VERILOG_FILES = /design/flow/design.v
export SDC_FILE = /design/flow/constraint.sdc
export NUM_CORES = 4
export LEC_CHECK = 1
export CORE_UTILIZATION = 40
</file>
<file path="/design/flow/constraint.sdc">
current_design top_module

set clk_period 9.1
set clk_io_pct 0.2

create_clock -name clk0 -period $clk_period [get_ports {clock}]

set non_clock_inputs [all_inputs -no_clocks]
set_input_delay [expr $clk_period * $clk_io_pct] -clock clk0 $non_clock_inputs
set_output_delay [expr $clk_period * $clk_io_pct] -clock clk0 [all_outputs]
</file>
<file path="/design/flow/design.v">
module processing_element (clock , r , s1 ,s2
   ,s1s2_mux , new_dist, accumulate, r_pipe);
  input clock;
  input [7:0] r;      
  input [7:0] s1;     
  input [7:0] s2;     
  input  s1s2_mux;    
  input  new_dist;    
  output [7:0] accumulate;     
  output [7:0] r_pipe;         
  reg [7:0]  r_pipe, accumulate, accumulate_in, difference;
  reg carry;
  always @(posedge clock) r_pipe <= r;
  always @(posedge clock) accumulate <=  accumulate_in;
  always @(r or s1 or s2 or s1s2_mux or new_dist or accumulate)
    begin
      if (s1s2_mux)
        difference = (r - s1);    
      else
        difference = (r - s2);    
      if (difference < 0) difference = 0 - difference;
        {carry, accumulate_in} = difference + accumulate;
        if (carry == 1) accumulate_in = 8'hFF;     
        if (new_dist == 1) accumulate_in = difference;
    end
endmodule
module controller (clock, start, s1s2_mux, new_dist, comp_start,
   pe_ready, vector_x, vector_y, address_r, address_s1, address_s2);
input clock;
input start;  
output [15:0] s1s2_mux;
output [15:0] new_dist;
output comp_start;
output [15:0] pe_ready;
output [3:0] vector_x, vector_y;
output [7:0] address_r;
output [9:0] address_s1, address_s2;
reg [15:0] s1s2_mux;
reg [15:0] new_dist;
reg comp_start;
reg [15:0] pe_ready;
reg [3:0] vector_x, vector_y;
reg [7:0] address_r;
reg [9:0] address_s1, address_s2;
reg [11:0] count;
reg completed;
reg [11:0] temp;
integer i;
always @(posedge clock)
   if (completed == 0) count <= count + 1'b1;
   else if (start == 0 ) count <= 12'b0;
always @(count)
   begin
      for (i = 0; i < 15; i = i + 1)
         begin
            new_dist[i] = (count[7:0] == i );
            pe_ready[i] = (new_dist[i] && !(count < 256));
            s1s2_mux[i] = (count[3:0] >= i);
            comp_start = (!(count < 256));
         end
      temp = count[11:0] - 16;
      address_r = count[7:0];
      address_s1 = (count[11:8] + count[7:4]) * 31 + count[3:0];
      address_s2 = (temp[11:8] + temp[7:4]) * 31 + temp[3:0] + 16;
      vector_x = count[3:0] - 8;
      vector_y = count[11:8] - 9;
      completed = (count[11:0] == (16 * 257) - 1);
   end
endmodule
module comparator (clock, comp_start, pe_out, pe_ready, vector_x,
  vector_y, best_dist, motion_x, motion_y);
input clock;
input comp_start;
input [127:0] pe_out;             
input [15:0] pe_ready;            
input [3:0] vector_x, vector_y;   
output [7:0] best_dist;           
output [3:0] motion_x, motion_y;
reg [7:0] best_dist;
reg [7:0] new_dist;
reg [3:0] motion_x, motion_y;
reg new_best;
always@(posedge clock)
  if(comp_start == 0) best_dist <= 8'hFF;    
  else if (new_best == 1) 
    begin
      best_dist <= new_dist;
      motion_x <= vector_x;
      motion_y <= vector_y;
    end 
always @(best_dist or pe_out or pe_ready)
  begin
    case(pe_ready)
      16'b0000000000000001 :new_dist = pe_out[7:0];       
      16'b0000000000000010 :new_dist = pe_out[15:8];      
      16'b0000000000000100 :new_dist = pe_out[23:16];
      16'b0000000000001000 :new_dist = pe_out[31:24];
      16'b0000000000010000 :new_dist = pe_out[39:32];
      16'b0000000000100000 :new_dist = pe_out[47:40];
      16'b0000000001000000 :new_dist = pe_out[55:48];
      16'b0000000010000000 :new_dist = pe_out[63:56];
      16'b0000000100000000 :new_dist = pe_out[71:64];
      16'b0000001000000000 :new_dist = pe_out[79:72];
      16'b0000010000000000 :new_dist = pe_out[87:80];
      16'b0000100000000000 :new_dist = pe_out[95:88];
      16'b0001000000000000 :new_dist = pe_out[103:96];
      16'b0010000000000000 :new_dist = pe_out[111:104];
      16'b0100000000000000 :new_dist = pe_out[119:112];
      16'b1000000000000000 :new_dist = pe_out[127:120];
    endcase
    if ((|pe_ready == 0) || (comp_start == 0)) new_best = 0;
    else if (new_dist < best_dist)   
      new_best = 1;
    else 
      new_best = 0;
  end
endmodule
module top_module (clock, start, r, s1, s2, address_r, address_s1, address_s2,
   best_dist, motion_x, motion_y);
input clock, start;
input [7:0] r;
input [7:0] s1, s2;
output [7:0] best_dist, address_r;
output [3:0] motion_x, motion_y;
output [9:0] address_s1, address_s2;
wire comp_start;
wire [127:0] pe_out;
wire [15:0] s1s2_mux, new_dist, pe_ready;
wire [9:0] address_s1, address_s2;
wire [7:0] best_dist, address_r;
wire [3:0] vector_x, vector_y;
wire [7:0] r, r_pipe0, r_pipe1, r_pipe2, r_pipe3, r_pipe4, r_pipe5, r_pipe6, r_pipe7, r_pipe8, r_pipe9, r_pipe10, r_pipe11, r_pipe12;
wire [7:0] r_pipe13, r_pipe14, r_pipe15;   
comparator comparador(.clock(clock), .comp_start(comp_start), .pe_out(pe_out),
   .pe_ready(pe_ready), .vector_x(vector_x), .vector_y(vector_y),
   .best_dist(best_dist), .motion_x(motion_x), .motion_y(motion_y));
controller controlador(.clock(clock), .start(start), .s1s2_mux(s1s2_mux),
   .new_dist(new_dist), .comp_start(comp_start), .pe_ready(pe_ready),
   .vector_x(vector_x), .vector_y(vector_y), .address_r(address_r),
   .address_s1(address_s1), .address_s2(address_s2));   
processing_element pe0(.clock(clock), .r(r), .s1(s1), .s2(s2), .s1s2_mux(s1s2_mux[0]), .new_dist(new_dist[0]), .accumulate(pe_out [7 : 0]) , .r_pipe(r_pipe0));
processing_element pe1(.clock(clock), .r(r_pipe0), .s1(s1), .s2(s2), .s1s2_mux(s1s2_mux[1]), .new_dist(new_dist[1]), .accumulate(pe_out [15 : 8]) , .r_pipe(r_pipe1));  
processing_element pe2(.clock(clock), .r(r_pipe1), .s1(s1), .s2(s2), .s1s2_mux(s1s2_mux[2]), .new_dist(new_dist[2]), .accumulate(pe_out [23 : 16]) , .r_pipe(r_pipe2));  
processing_element pe3(.clock(clock), .r(r_pipe2), .s1(s1), .s2(s2), .s1s2_mux(s1s2_mux[3]), .new_dist(new_dist[3]), .accumulate(pe_out [31 : 24]) , .r_pipe(r_pipe3));    
processing_element pe4(.clock(clock), .r(r_pipe3), .s1(s1), .s2(s2), .s1s2_mux(s1s2_mux[4]), .new_dist(new_dist[4]), .accumulate(pe_out [39 : 32]) , .r_pipe(r_pipe4));  
processing_element pe5(.clock(clock), .r(r_pipe4), .s1(s1), .s2(s2), .s1s2_mux(s1s2_mux[5]), .new_dist(new_dist[5]), .accumulate(pe_out [47 : 40]) , .r_pipe(r_pipe5));  
processing_element pe6(.clock(clock), .r(r_pipe5), .s1(s1), .s2(s2), .s1s2_mux(s1s2_mux[6]), .new_dist(new_dist[6]), .accumulate(pe_out [55 : 48]) , .r_pipe(r_pipe6));       
processing_element pe7(.clock(clock), .r(r_pipe6), .s1(s1), .s2(s2), .s1s2_mux(s1s2_mux[7]), .new_dist(new_dist[7]), .accumulate(pe_out [63 : 56]) , .r_pipe(r_pipe7));  
processing_element pe8(.clock(clock), .r(r_pipe7), .s1(s1), .s2(s2), .s1s2_mux(s1s2_mux[8]), .new_dist(new_dist[8]), .accumulate(pe_out [71 : 64]) , .r_pipe(r_pipe8));  
processing_element pe9(.clock(clock), .r(r_pipe8), .s1(s1), .s2(s2), .s1s2_mux(s1s2_mux[9]), .new_dist(new_dist[9]), .accumulate(pe_out [79 : 72]) , .r_pipe(r_pipe9));    
processing_element pe10(.clock(clock), .r(r_pipe9), .s1(s1), .s2(s2), .s1s2_mux(s1s2_mux[10]), .new_dist(new_dist[10]), .accumulate(pe_out [87 : 80]) , .r_pipe(r_pipe10));  
processing_element pe11(.clock(clock), .r(r_pipe10), .s1(s1), .s2(s2), .s1s2_mux(s1s2_mux[11]), .new_dist(new_dist[11]), .accumulate(pe_out [95 : 88]) , .r_pipe(r_pipe11));  
processing_element pe12(.clock(clock), .r(r_pipe11), .s1(s1), .s2(s2), .s1s2_mux(s1s2_mux[12]), .new_dist(new_dist[12]), .accumulate(pe_out [103 : 96]) , .r_pipe(r_pipe12));        
processing_element pe13(.clock(clock), .r(r_pipe12), .s1(s1), .s2(s2), .s1s2_mux(s1s2_mux[13]), .new_dist(new_dist[13]), .accumulate(pe_out [111 : 104]) , .r_pipe(r_pipe13));  
processing_element pe14(.clock(clock), .r(r_pipe13), .s1(s1), .s2(s2), .s1s2_mux(s1s2_mux[14]), .new_dist(new_dist[14]), .accumulate(pe_out [119 : 112]) , .r_pipe(r_pipe14));  
processing_element pe15(.clock(clock), .r(r_pipe14), .s1(s1), .s2(s2), .s1s2_mux(s1s2_mux[15]), .new_dist(new_dist[15]), .accumulate(pe_out [127 : 120]) , .r_pipe(r_pipe15));  
endmodule
</file>
<file path="/design/flow/run.sh">
#!/bin/bash
# OpenROAD 26Q1-2900-gdf79404cd8, Yosys 0.63+post, stock flow scripts
make -C /OpenROAD-flow-scripts/flow DESIGN_CONFIG=/design/flow/config.mk WORK_HOME=/design/flow/orfs finish
</file>
==> metrics.sh <==
TNS_NS=0
ARRIVAL_NS=6.22
POST_SYN_AREA_UM2=20450
VIAS=16060
ANTENNA_CELLS_INSERTED=0
FMAX_MHz=124.4
WL_PER_CELL_UM=20.06
SETUP_SKEW_AFTER_LAYOUT_NS=0.02025
DETAIL_ROUTE.FIRST_PASS.ITERATIONS=8
WORSTSETUPENDPOINTTYPE='primary output'
CP_COMMON_CELL='a21oi_1'
HOLD_VIOL=0
DRT_ITER0_MARKERS=1068
ROWS=82
YOSYS.CELL_TYPES.COUNT=69
POWER_DENSITY_nW_PER_UM2=210.6
PLACE_CONGESTION=1.025
CRITPATHKIND='flop to primary output'
TRACK_USAGE=0.2378
FINALCRITICALPERIOD_NS=8.040
INITIAL_CORE_UTIL=0.4067
CRITPATHLAUNCH='controlador.count[6]'
TRITONCTS_CLOCK_TREE='built'
FINAL_UTIL=0.4604
SYNTH.TOP_CELL.AREA_SHARE=0.2624
SLEW_HEADROOM=0.3687
WORST_EP_REQUIRED_TIME_NS=7.28
CLK_PIN_SLEW_NS=0.06
FINAL_WORST_SETUP_SLACK_NS=1.060
LARGEST_REGISTER_FF_COUNT=12
GATE_COUNT_OF_THE_MAPPED_NETLIST=2183
POSTSYNTHAREAPERCELL_UM2=9.367
DIE_Y_UM=228.1
PERIOD_USED_SHARE=0.8835
REG2REGPATHDEPTH=18
REGTOREGSETUPSLACK_NS=3.15
COUNT_OF_PORT_BUFFERS_ADDED_DURING_PLACEMENT=68
SETUP_REPAIR_AFTER_GLOBAL_ROUTING_MISSED_ITS_MARGIN='false'
PATH_MAX_FANOUT=14
MAXIMUM_ROOT_TO_SINK_BUFFER_COUNT=3
FINAL.HOLD.WORST_SLACK_NS=0.3500
POST_CTS.REPAIR.SETUP_BUFFERS=0
TIMING_MAX_TRANSITION_VIOLATIONS_FINAL=0
TOTALWIRELENGTH_MM=59.45
CTS_INSERTED_BUFFERS=34
HOLD_CLASS='flop to flop'
GRT_OVERFLOW_TOTAL=0
SYNTH-ASYNC-RESET-RATIO=0
SYNTH-CELLS-YOSYS=2183
GRT_PASS1_VIAS=15790
CRITICAL_PATH.CELL_CHAIN='nor2_1 > nand3_1 > nor2_1 > xnor2_1 > ha_1 > a21o_1 > a21oi_1 > xnor2_1 > inv_1 > fa_1 > ha_1 > inv_1 > fa_1 > inv_1 > ha_1 > a21oi_1 > o21bai_1 > a21oi_1 > o21bai_1 > a21oi_1 > xnor2_1 > clkdlybuf4s50_1'
DIE_X_UM=228.1
CTS_HOLD_REPAIR.BUFFERS=0
PRE_CTS_WS_NS=1.609
REGTOREGENDPOINT='comparador.motion_x[2]'
STATUS='finished clean'
LEAKAGEPOWER_nW=10.48
POSTPLACECELLAREA_UM2=22010
HTREE_LEVELS=2
SETUP_VIOL_COUNT_FINAL=0
TOP_CELLS_BY_COUNT='ha_1, dfxtp_1, a21oi_1'
OPENROAD.WARNINGS=44
ROUTE.DETAILED.VIAS_PER_INST=5.417
DRT_DRC_VIOLATIONS_LEFT=0
FLOORPLAN.DIE_AREA_UM2=52030
TIMING_WORST_SLEW_PIN_VALUE_NS=0.9406
DPL.HPWL_MM=45.58
DRIVE_ABOVE_1_SHARE=0.05803
TOP_CELLS_BY_AREA_IN_THE_SYNTHESIZED_NETLIST='dfxtp_1, ha_1, xnor2_1'
LARGEST_AREA_CELL='dfxtp_1'
POSTLAYOUTCELLAREA_UM2=23140
VDD_DROP_MAX_mV=0.1369
NETLIST.TOP_CELL.BY_INSTANCES='ha_1'
MAX_CAP_VIOLATIONS=0
NUMSYNTHFLOPS=284
AREA_GROWTH_PCT=13.18
INSERTION_DELAY_AT_THE_LATE_PIN_OF_THE_WORST_SKEW_PAIR_NS=0.55
CRITICAL-PATH-MAX-STAGE-DELAY_NS=0.74
ANTENNA_LEFT=0
CRITICAL_R2R_LAUNCH='controlador.count[1]'
I_O_PINS=70
FP.COREAREA_UM2=50270
REGISTER_PINS_LEFT_WITHOUT_A_CLOCK=8
POST_CTS_RESIZED=0
MAX_FLOP_REGISTER='controlador.count'
YOSYS-STAT-AREA_UM2=20450
END_POINT_OF_THE_CRITICAL_PATH='address_s2[9]'
UNTIMED_ENDPOINTS=8
SETUP.WORST_PATH.START_CLASS='flop'
ROOT_BUFFER='clkbuf_16'
CRITICAL-PATH-SLOWEST-CELL='dfxtp_1'
GRT_START_MAX_NET_PINS=41
YS_WARN_COUNT=6
EDF_COUNT=8
FIRST_PASS_GRT_WIRE_LENGTH_MM=92.00
FLOP_CELL='dfxtp_1'
ANTENNA_FOUND_INITIAL=0
worst min-delay path by stage:
stage             start            end  slack (ns)  cells after the start
6_report  pe7.r_pipe[6]  pe8.r_pipe[6]        0.35                      0
4_1_cts   pe2.r_pipe[0]  pe3.r_pipe[0]        0.35                      0
5_1_grt   pe2.r_pipe[0]  pe3.r_pipe[0]        0.35                      0
through the flow:
step                      power, mW  std cells
after floorplan               3.045       2183
after global placement        3.419       2907
after detailed placement      3.464       2907
after CTS                     4.890       2964
after global routing          5.210       2964
final                         4.875       2964
power breakdown:
group          internal, mW  total [mW]  switching [mW]
Combinational         0.930        1.86           0.932
Sequential             1.40        1.61           0.212
Clock                 0.851        1.40           0.548
Total                  3.18        4.87            1.69
placed cells by master, fill, tap and decap left out, types with 6 or more instances in the layout:
master	n
a22o_1	9
buf_4	40
o21ai_0	77
a22oi_1	9
o22a_1	92
dfxtp_1	267
fa_1	58
nand2_1	87
a211oi_1	6
a2bb2oi_1	27
a222oi_1	16
xnor2_1	166
o21bai_1	45
dlxtn_1	8
ha_1	311
a41oi_1	6
nand3_1	23
nand2b_1	22
clkbuf_8	8
mux2i_1	35
or3_1	8
inv_2	6
and3_1	15
nor2b_1	39
a221oi_1	8
clkdlybuf4s50_1	68
edfxtp_1	8
clkbuf_16	35
nor3_1	15
o21a_1	12
mux2_2	15
nand3b_1	11
o21ai_1	11
inv_1	197
nor2_1	112
nand4_1	8
a21oi_1	204
xor2_1	67
a21o_1	80
worst max-delay path: cells and delay by family, from the launching register on:
family,cells,cell delay (ns)
adder cells (fa/ha/maj),5,1.97
AND-OR/OR-AND,7,1.16
AND/OR/NAND/NOR,3,0.37
XOR/XNOR,3,0.69
buffers and inverters,4,0.78
flip-flops,1,0.74
final cells by class:
cell class                      count  area [µm²]
Tap cell                          672       840.8
Inverter                          203       762.0
Timing Repair Buffer              108       980.9
Sequential cell                   284        5727
Fill cell                        4626       27130
Clock inverter                     11       140.1
Multi-Input combinational cell   1640       13700
Clock buffer                       46       997.2
routing by layer:
layer | GRT usage | part of all wire | vias up
met5 | 0 | 0 | -
met4 | 0.07886 | 0.040 | 0
met3 | 0.06678 | 0.090 | 108
met2 | 0.3461 | 0.42 | 515
met1 | 0.3464 | 0.45 | 7494
li1 | - | - | 7938
kinds of logic (layout without fill, tap and decap cells):
group           count (synthesis)  after routing  synth area share
simple gates                  370            370           0.09429
xor+xnor                      233            233           0.09980
fa+ha+maj                     369            369            0.2471
flops                         276            276            0.2741
mux                            50             50           0.02539
compound gates                618            618            0.2028
latches                         8              8          0.005874
buf+inv                       259            368           0.05066
Power figures rest on the tool's default switching activity, not on a simulated workload.
